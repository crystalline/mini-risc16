**config.mk**
```make
export PLATFORM = sky130hd
export DESIGN_NAME = AsyncRam
export DESIGN_NICKNAME = AsyncRam
export VERILOG_FILES = /design/flow/design.v
export SDC_FILE = /design/flow/constraint.sdc
export NUM_CORES = 4
export LEC_CHECK = 1
export CORE_UTILIZATION = 30
```
**constraint.sdc**
```tcl
current_design AsyncRam

set clk_period 3.9
set clk_io_pct 0.2

create_clock -name clk0 -period $clk_period

set non_clock_inputs [all_inputs -no_clocks]
set_input_delay [expr $clk_period * $clk_io_pct] -clock clk0 $non_clock_inputs
set_output_delay [expr $clk_period * $clk_io_pct] -clock clk0 [all_outputs]
```
**design.v**
```verilog
module AsyncRam(
	WriteEnable,
	ReadAddr,
	WriteAddr,
	WriteData,
	ReadData
);	
	input wire WriteEnable;
	parameter WORD_WIDTH = 8;
	parameter ADDR_WIDTH = 8;
	input wire	[ ADDR_WIDTH-1:0 ] ReadAddr;
	input wire	[ ADDR_WIDTH-1:0 ] WriteAddr;
	input wire	[ WORD_WIDTH-1:0 ] WriteData;
	output reg	[ WORD_WIDTH-1:0 ] ReadData;
	reg [ WORD_WIDTH-1:0 ] data [ 0:(1 << ADDR_WIDTH) ];
	always @(ReadAddr or WriteAddr or WriteEnable) begin
		ReadData <= data[ ReadAddr ];
		if (WriteEnable) begin
			data[ WriteAddr ] <= WriteData;
		end
	end
endmodule
```
**run.sh**
```bash
#!/bin/bash
# OpenROAD 26Q1-2900-gdf79404cd8, Yosys 0.63+post, stock flow scripts
make -C /OpenROAD-flow-scripts/flow DESIGN_CONFIG=/design/flow/config.mk WORK_HOME=/design/flow/orfs finish
```
==> Slide: Implementation Results <==
Key Metrics from the Run

Critical path
  – Required time reported for the critical path endpoint: 3120 ps
  – Crit-path cells: buf_6, buf_8, and4b_4, buf_8, buf_12, a222oi_1, o22ai_2, nor4_4, and3_4, a31oi_4, buf_2
  – Critical Path Most Common Cell: buf_8
  – Critical Path Slowest Stage Cell: a222oi_1
  – Max stage delay on crit path: 780 ps
  – Worst Setup Start Kind: input port
  – Crit end category: output port
  – Class of the most critical setup path: input port to output port
  – Arrival time of the worst setup path: 4330 ps
  – Largest fanout of any net on the critical path: 14

Global routing
  – Number of global-route vias before repair: 52280
  – Wire length of the first global-routing pass: 576000 um
  – Gr ovfl total: 0
  – Antenna violations before repair: 136
  – Pin count of the biggest net entering global routing: 138
  – Overall routing resource usage: 0.591

Pwr
  – Maximum resistive drop on vdd: 0.210 mV
  – Net switching power of the design: 2.41 mW
  – Leak pwr: 28.6 nW
  – Internal power contribution: 2.37 mW
  – Switching fraction of total power: 0.504
  – Pwr Density: 73.3 nW/um^2

Synthesis
  – Async set-or-reset flop fraction in the synthesized netlist: 0
  – Number of cells in the yosys synthesis report: 4815
  – Chip area in the Yosys report: 47400 um^2
  – FF+latch count, synth: 2048
  – Main flop type: dlxtn_1
  – Warnings, synthesis: 2
  – EDFF count, synth: 0
  – Mean Syn Cell Area: 9.85 um^2
  – Synthesized instance count: 4815
  – Yosys cell types: 65
  – Netlist Area Pre-Place: 47400 um^2

Finish
  – Most frequently placed logic cell in the final layout: dlxtn_1
  – Final design instance area without fill: 65200 um^2
  – Max FFs per register: 2048
  – Most numerous logic cells after layout: dlxtn_1 (2048), buf_4 (1139), nand3_1 (422), a22oi_1 (395), nand2_1 (311)
  – Largest registers: data x2048
  – Register with the most flip-flops: data
  – Share of cells above drive strength 1: 0.293
  – Growth of design area from synthesis to finish: 37.4%
  – Filler instances: 14833

STA
  – Clock period minus final worst setup slack: 5110 ps
  – Count of unclocked register or latch pins: 2048
  – Transition time at the pin with the least slew margin: 1440 ps
  – Maximum frequency from static timing analysis: 196 MHz
  – Minimum hold slack: 2920 ps
  – Worst max-slew margin expressed relative to the limit: 0.0385
  – Final setup violation count: 8
  – RSZ-0062 raised after global routing: yes
  – Max-slew violation total from the final report: 0
  – Worst Setup Slack, final: -1210 ps
  – Count of endpoints without a timing constraint: 2048
  – Final worst path period share: 1.31
  – Number of hold violations in the final report: 0

Routing
  – Number of DRC violations after detailed routing: 0
  – Detail-routed net length per standard cell: 56.4 um
  – Total wirelength of the detailed-routed design: 465000 um
  – Remaining antenna violation count after routing: 0
  – Number of vias in the routed layout: 60019
  – Detailed-routing iteration count for the pre-antenna-repair pass: 9
  – Starting DRT DRC Count: 9568
  – Via/cell ratio: 7.28

Outcome
  – Outcome: complete, but fails checks
  – Violated checks: setup timing

Floorplanning
  – Die y size: 400 um
  – Site Rows: 145
  – Area enclosed by the die boundary: 160000 um^2
  – Floorplan Utilization: 0.303
  – X dimension of the die: 400 um
  – Placeable core region: 157000 um^2
  – I/O Pins: 33

Flow run
  – Number of warnings in the stage logs: 47
  – Number of maximum-capacitance constraint violations: 0

Place
  – Number of I/O port buffers: 33
  – Post-detailed-placement half-perimeter wirelength: 335000 um
  – DP Worst Slack: -2500 ps
  – Routability congestion estimate from global placement: 1.33
  – Placed instance area: 60600 um^2

Worst hold path
  – Type of the tightest min-delay check: input port to output port
-- repair_timing --
action,in CTS,in global routing
setup endpoints to repair,8,8
pin swaps,106,103
buffers inserted,95,61
hold buffers,0,0
cloned,10,5
resized,340,173
-- per-stage QoR --
stage	utilization	TNS (ps)	std cells	total power, mW
finish	0.416	-8530	8245	4.77
detailed placement	0.387	-14680	7795	4.11
global route	0.415	-7240	8142	4.69
floorplan	-	-57.9	4815	2.18
CTS	0.403	-6640	7891	4.36
global placement	0.387	-16310	7795	4.11
-- logic make-up after synthesis --
logic type             after synthesis  share of synthesized area
XOR/XNOR                             4                   0.000739
multiplexers                         1                   0.000211
buffers and inverters              383                     0.0347
latches                           2048                      0.647
AND/OR/NAND/NOR                   1326                      0.146
AND-OR/OR-AND                     1053                      0.171
-- worst max-delay path: cells and delay by family --
family / cells / cell delay [ps]
buffers and inverters: 5 / 860
AND/OR/NAND/NOR: 3 / 1460
AND-OR/OR-AND: 3 / 1170
-- metal layers --
layer  global-route usage  share of wire  up-vias
li1                     -              -    20339
met1                0.599           0.31    28923
met2                0.683           0.35     7751
met3                0.510           0.20     2877
met4                0.554           0.13      129
met5                0.350          0.013        -
-- cell type report --
type / count / area [um^2] / share of cell area
diodes: 292 / 731 / 0.0112
inverters: 2 / 7.51 / 0.000115
multi-input cells: 2384 / 17000 / 0.260
flip-flops and latches: 2048 / 30700 / 0.472
well taps: 2058 / 2570 / 0.0395
repair buffers: 1461 / 14100 / 0.217
-- synth_stat cells (8+ instances only) --
| cell | count | area share |
|---|---|---|
| and4b_1 | 8 | 0.0017 |
| a32oi_1 | 172 | 0.032 |
| clkbuf_1 | 211 | 0.017 |
| or4_1 | 32 | 0.0051 |
| nor4_1 | 77 | 0.010 |
| a22oi_1 | 418 | 0.066 |
| buf_1 | 49 | 0.0039 |
| buf_2 | 109 | 0.012 |
| nand4_1 | 149 | 0.020 |
| a22o_1 | 42 | 0.0078 |
| nor4bb_1 | 10 | 0.0021 |
| a31oi_1 | 10 | 0.0013 |
| a2111oi_0 | 11 | 0.0020 |
| dlxtn_1 | 2048 | 0.65 |
| nand3_1 | 432 | 0.046 |
| or4b_2 | 8 | 0.0017 |
| o22ai_1 | 142 | 0.019 |
| nand2_1 | 314 | 0.025 |
| nor3_1 | 33 | 0.0035 |
| o22a_1 | 9 | 0.0017 |
| and4_1 | 17 | 0.0031 |
| a21oi_1 | 70 | 0.0074 |
| nor2_1 | 147 | 0.012 |
| a32o_1 | 11 | 0.0023 |
| and3_1 | 39 | 0.0051 |
| o211ai_1 | 16 | 0.0025 |
| o21ai_0 | 19 | 0.0020 |
| a221oi_1 | 25 | 0.0046 |
| nand4b_1 | 9 | 0.0017 |
| o2111ai_1 | 8 | 0.0015 |
| a222oi_1 | 70 | 0.015 |
-- final timing paths --
check	startpoint	to	slack, ps	cells after the start
hold / removal	ReadAddr[6]	ReadData[5]	2920	8
setup / recovery	ReadAddr[3]	ReadData[3]	-1210	11
Power is estimated from default activity; no workload was simulated.
